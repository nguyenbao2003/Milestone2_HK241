==> ./design.v <==
module alu(
  input  logic [31:0]   i_operand_a, i_operand_b,   
  input  logic				op_a_sel, op_b_sel      ,	
  input  logic [31:0] 	pc                      ,
  input	logic	[31:0] 	ImmExtD                 ,
  input  logic [3:0]  	i_alu_op                ,   
  input	logic				br_less                 ,
  output logic [31:0] 	o_alu_data  			       
);
  logic [31:0]   o_alu_data_temp;
  logic [31:0]   operand_a, operand_b;
  logic [31:0]   shift_temp;	
  assign operand_a = (op_a_sel)? pc : i_operand_a;
  assign operand_b = (op_b_sel)? ImmExtD : i_operand_b;
  always_comb begin
    shift_temp = operand_a;  
      case(i_alu_op)
        4'b0000: o_alu_data_temp =   operand_a + operand_b;   
        4'b0001: o_alu_data_temp =   operand_a + ~operand_b + 1;   
        4'b0010: o_alu_data_temp =   operand_a & operand_b;	   
        4'b0011: o_alu_data_temp =   operand_a | operand_b;    
		  4'b0100: begin    
		    if (operand_b[0]) shift_temp = {shift_temp[30:0], 1'b0};
          if (operand_b[1]) shift_temp = {shift_temp[29:0], 2'b00};
          if (operand_b[2]) shift_temp = {shift_temp[27:0], 4'b0000};
          if (operand_b[3]) shift_temp = {shift_temp[23:0], 8'b00000000};
          if (operand_b[4]) shift_temp = {shift_temp[15:0], 16'b0000000000000000};
          o_alu_data_temp = shift_temp;
        end 
        4'b0101: o_alu_data_temp =	(br_less) ? 32'd1 : 32'd0 ;  
		  4'b0111: begin
		    if (operand_b[0]) shift_temp = {shift_temp[31], shift_temp[31:1]};
          if (operand_b[1]) shift_temp = {{2{shift_temp[31]}}, shift_temp[31:2]};
          if (operand_b[2]) shift_temp = {{4{shift_temp[31]}}, shift_temp[31:4]};
          if (operand_b[3]) shift_temp = {{8{shift_temp[31]}}, shift_temp[31:8]};
          if (operand_b[4]) shift_temp = {{16{shift_temp[31]}}, shift_temp[31:16]};
          o_alu_data_temp = shift_temp;
		  end
        4'b1000: o_alu_data_temp =   (br_less) ? 32'd1 : 32'd0;  
        4'b1010: o_alu_data_temp =   operand_a ^ operand_b;  
        4'b1011: begin
		    if (operand_b[0]) shift_temp = {1'b0, shift_temp[31:1]};
          if (operand_b[1]) shift_temp = {2'b00, shift_temp[31:2]};
          if (operand_b[2]) shift_temp = {4'b0000, shift_temp[31:4]};
          if (operand_b[3]) shift_temp = {8'b00000000, shift_temp[31:8]};
          if (operand_b[4]) shift_temp = {16'b0000000000000000, shift_temp[31:16]};
          o_alu_data_temp = shift_temp;
		  end
		  4'b1100: o_alu_data_temp = operand_b;  
        default:  o_alu_data_temp = 32'b0;
		endcase
	end
	always_comb begin
	  o_alu_data = o_alu_data_temp;
	end
endmodule 
==> ./run.sh <==
#!/bin/bash
# OpenROAD 26Q1-2900-gdf79404cd8, Yosys 0.63+post, stock flow scripts
make -C /OpenROAD-flow-scripts/flow DESIGN_CONFIG=/design/flow/config.mk WORK_HOME=/design/flow/orfs finish
==> ./config.mk <==
export PLATFORM = sky130hd
export DESIGN_NAME = alu
export DESIGN_NICKNAME = alu
export VERILOG_FILES = /design/flow/design.v
export SDC_FILE = /design/flow/constraint.sdc
export NUM_CORES = 4
export LEC_CHECK = 1
export CORE_UTILIZATION = 50
==> ./constraint.sdc <==
current_design alu

set clk_period 17.6
set clk_io_pct 0.2

create_clock -name clk0 -period $clk_period

set non_clock_inputs [all_inputs -no_clocks]
set_input_delay [expr $clk_period * $clk_io_pct] -clock clk0 $non_clock_inputs
set_output_delay [expr $clk_period * $clk_io_pct] -clock clk0 [all_outputs]
==> reports/summary.txt <==
share of layout cells above drive strength 1 = 0.0641
Yosys Chip Area = 0.00942 mm²
Post-DRT Antenna Nets = 0
Die Size = 0.0194 mm²
Final Cycle Share = 0.699
grt ovf = 0
PostCTS Resize Cnt = 0
switching power = 0.302 mW
Combinational Area = 0.00860 mm²
total negative setup slack = 0 ns
clkbuf count = 0
Critical Path RT = 14.08 ns
Hold Buf Count CTS = 0
measured slew at the worst slew-check pin = 1.03 ns
initial antenna violation count = 1
slew margin rel. = 0.291
crit path from = op_b_sel
most frequent logic cell in the layout = nor2_1
VDD IR-drop max = 0.0000247 V
Die Height = 139 µm
placed instance count = 1788
Mapped Cells = 1472
DR iter-0 viols = 1728
syn_area_per_cell = 6.40 µm²
Top cells excl fill/tap = nor2_1 (173), nand2_1 (167), clkdlybuf4s50_1 (165)
wire length per cell = 25.3 µm
fill count = 1700
P&R area growth vs syn = 18.4%
IO Port Bufs = 167
IO Pins = 167
Final Slew Violations = 0
sequential power share = 0
crit path cell chain = buf_2 > buf_4 > mux2i_4 > buf_4 > inv_2 > ha_1 > a21oi_1 > nor2_1 > nand4bb_1 > a21o_1 > o21ai_0 > o21ai_0 > a31oi_1 > o21ai_0 > o2111a_1 > a21oi_1 > clkdlybuf4s50_1
Post-Layout Cell Count = 1788
# Cells Yosys = 1472
die width = 139 µm
Hold Path Stages = 6
number of warnings in the stage logs = 101
critical path class = in -> out
pre-CTS setup slack = 5.49 ns
dpl cell area = 0.0111 mm²
Crit-path slowest cell = buf_4
design area = 0.0111 mm²
min Tclk post-route = 12.31 ns
RSZ-0062 raised after global routing = false
routability cong. = 1.12
endpoints failing hold = 0
Seq/Total Area, Yosys = 0
f_max = 81.2 MHz
flop count = 0
n_diodes = 0
pwr/cell area = 44.0 mW/mm²
Pleak = 4.68 nW
vias per cell = 7.01
Final Setup Violations = 0
final worst setup slack = 5.29 ns
vias in the first global route = 11259
distinct lib cells = 75
critical hold path startpoint = i_operand_b[9]
startpoint types = primary input
Most Frequent Cell on Critical Path = o21ai_0
Initial Util = 0.517
final wirelength = 45200 µm
Clock Power Share = 0
register area = 0 µm²
largest net degree at the start of global routing = 67
Worst path max stage delay = 0.58 ns
min-delay worst type = in -> out
outcome = complete, no violations
hpwl dp = 35200 µm
Logic pwr share = 1.000
Worst setup EP type = primary output
worst-path maximum fanout = 50
synthesized area = 0.00942 mm²
synth warn = 1
Vias = 12533
core footprint = 0.0182 mm²
first-pass GRT wire length = 67600 µm
Max-cap violations = 0
CP arrival = 8.79 ns
total track usage = 0.462
Design Power = 0.491 mW
Pre-Repair DR Iteration Count = 24
cell row count = 49
DRC viols = 0
Setup Buffers After CTS = 0
Sw Share = 0.615
Internal = 0.189 mW
cells by family (layout without fill, tap and decap cells):
group	after synthesis	after routing	share of synthesized area
AOI/OAI and AO/OA	546	546	0.383
and+or+nand+nor	476	476	0.222
buffers and inverters	207	294	0.0917
muxes	136	136	0.161
adders and majority gates	102	102	0.137
xor gates and xnor gates	5	5	0.00465
power groups by stage:
stage	sequential, mW	combinational, mW	clock, mW
CTS	0	0.471	0
global route	0	0.520	0
finish	0	0.491	0
cells in the mapped netlist (all sizes together), types with 11 or more instances:
master	n	area share
a21oi	152	0.081
a221oi	33	0.031
a221o	19	0.020
a21o	15	0.012
o21bai	17	0.014
mux2i	113	0.13
buf	50	0.029
a22oi	15	0.012
nand2b	15	0.010
a31oi	11	0.0073
clkbuf	63	0.025
nor4	11	0.0073
inv	94	0.037
nor3	26	0.014
o221ai	20	0.019
o21ai	111	0.059
nand3	29	0.015
nand2	167	0.067
o311ai	14	0.013
o211ai	29	0.023
o22ai	17	0.011
a211oi	36	0.029
ha	100	0.13
nor2	173	0.069
mux2	20	0.024
layout make-up:
class | count | share of cell area
Multi-Input combinational cell | 1265 | 0.771
Tap cell | 229 | 0.0257
Inverter | 94 | 0.0316
Timing Repair Buffer | 200 | 0.171
per-layer routing:
metal / global-route usage / wire (µm) / vias to the layer above
met5: 0 / 0 / -
met4: 0.271 / 3220 / 0
met3: 0.0989 / 5840 / 202
met2: 0.683 / 18900 / 1035
met1: 0.619 / 17300 / 5651
li1: - / - / 5645
path summary, 6_finish.rpt:
kind	to	slack, ns
worst min-delay path	o_alu_data[9]	8.40
worst max-delay path	o_alu_data[29]	5.29
critical path: cells and delay by family:
family                     cells  cell delay [ns]
AOI/OAI and AO/OA              8             2.36
muxes                          1             0.32
buffers and inverters          5             1.87
and+or+nand+nor                2             0.44
adders and majority gates      1             0.24
per-stage QoR:
step | util | hold slack (ns)
detailed placement | 0.612 | 8.38
finish | 0.612 | 8.40
global placement | 0.612 | 8.38
CTS | 0.612 | 8.40
global route | 0.612 | 8.45
floorplan | - | 7.28
Power is estimated from default activity; no workload was simulated.
